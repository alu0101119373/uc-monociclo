### flow/run.sh
#!/bin/bash
# OpenROAD 26Q1-2900-gdf79404cd8, Yosys 0.63+post, stock flow scripts
make -C /OpenROAD-flow-scripts/flow DESIGN_CONFIG=/design/flow/config.mk WORK_HOME=/design/flow/orfs finish
### flow/config.mk
export PLATFORM = sky130hd
export DESIGN_NAME = sumres
export DESIGN_NICKNAME = sumres
export VERILOG_FILES = /design/flow/design.v
export SDC_FILE = /design/flow/constraint.sdc
export NUM_CORES = 4
export LEC_CHECK = 1
export CORE_AREA = 10 10 70 70
export DIE_AREA = 0 0 80 80
### flow/constraint.sdc
current_design sumres

set clk_period 6.2
set clk_io_pct 0.2

create_clock -name clk0 -period $clk_period

set non_clock_inputs [all_inputs -no_clocks]
set_input_delay [expr $clk_period * $clk_io_pct] -clock clk0 $non_clock_inputs
set_output_delay [expr $clk_period * $clk_io_pct] -clock clk0 [all_outputs]
### flow/design.v
module sumres #(parameter WIDTH = 8) (input wire [WIDTH-1:0] e1, e2,
                                      input wire s1, s2,
                                      output wire [WIDTH-1:0] salida);
    reg [WIDTH-1:0] data;
    always @(e1, e2, s1, s2)
        if (s1 == s2)
            data = e1;
        else
            data = (s1 ? e1 + e2 : e1 - e2);
    assign salida = data;
endmodule
==> reports/qor.yml <==
swShare: 0.4418
avgRoutedWirePerCell_um: 11.47
seq_cells: 0
largest_area_cell: "ha_1"
critical_path_required_ps: 4960
num_rows: 21
max_freq_mhz: 183.6
outcome: "finished, final reports clean"
design_area_mm2: 0.001036
worstPathArrival_ps: 4210
die_x_um: 80
p_int_mw: 0.05786
combinationalPowerShare: 1.000
hp-class: "in -> out"
insertedDiodeCount: 0
ios: 26
wirelength_um: 1938
synth_warnings: 1
post-cts-setup-buffers: 0
worstMarginPinSlew_ps: 448.4
gp_congestion: 0.8218
ant_nets: 0
drv_cap: 0
viasPerCell: 4.598
seqCellArea_um2: 0
log.warning_count: 34
drv_slew: 0
grt_pass1_wl_um: 3318
peakVddDrop_mv: 0.03313
slowest_stage: "clkdlybuf4s50_1"
post_cts_resized: 0
firstDrtPassIters: 4
chipHeight_um: 80
setup-violations-final: 0
drt_iter0_markers: 27
worstPathMaxFanout: 7
start_kind: "input pin"
path_cells: "clkdlybuf4s50_1, inv_1, ha_1, a31oi_1, xor2_1, ha_1, a21oi_2, o21ai_2, or2_1, a2111oi_2, nand4_1, clkdlybuf4s50_1"
tns_ps: 0
antenna_found_initial: 0
hold_buffers: 0
grt.total_usage: 0.05965
hold_violations: 0
clkPwrFrac: 0
drcViolationCount: 0
grt_max_degree: 15
critPathCaptureType: "output port"
setup.worst_path.class: "in -> out"
dpl.hpwl_um: 1629
synth_cell_type_count: 39
grt_overflow: 0
first_global_vias: 759
initial_core_util: 0.2158
drive_above_1_share: 0.07317
post-route-min-period_ps: 5447
synthCells: 101
design.core.area_mm2: 0.003416
power_frac_seq: 0
post-route-period-util: 0.8786
avgSynthCellArea_um2: 7.297
clkbuf_count: 0
ys_seq_share: 0
post_dp_cell_area_mm2: 0.001036
area_delta_synth_final_pct: 40.58
yosys_area_um2: 737.0
portBuffers: 26
crit_path_max_incr_delay_ps: 540
top_cells_by_area: "ha_1 (17%), xnor2_1 (7.1%), nand2_1 (5.6%), xor2_1 (4.8%), mux2_1 (4.6%)"
leakage_nw: 0.4108
power_density_mw_per_mm2: 100.1
vias: 777
power.total_mw: 0.1037
yosysCellCount: 101
relSlewSlack: 0.7001
fp.dieArea_mm2: 0.006400
switchingPower_mw: 0.04580
rsz0062_at_grt: "no"
syn_area_um2: 737.0
timing.critical_path.buf_inv: 3
path_delay_family: "buffers and inverters"
synth_top_area_share: 0.1698
-- worst min-delay path, delay by kind of cell --
| kind | cells | cell delay, ps |
|---|---|---|
| and+or+nand+nor | 1 | 60 |
| buffers and inverters | 2 | 810 |
| AOI/OAI and AO/OA | 1 | 50 |
-- power by group through the flow --
| stage | combinational (mW) | clock, mW | sequential (mW) |
|---|---|---|---|
| after CTS | 0.105 | 0 | 0 |
| after global routing | 0.117 | 0 | 0 |
| final | 0.104 | 0 | 0 |
-- cells in the mapped netlist, drive strengths merged --
master,instances
nand3,3
a31oi,3
nor4b,2
o21a,1
or4,1
inv,5
fa,1
nand4,2
nor4,2
mux2,3
or2b,1
nor3,3
buf,4
o21ai,6
a2111oi,2
a21oi,7
and3,2
ha,10
o211ai,2
and4bb,1
nor4bb,1
or2,1
nor2,7
clkinv,1
xor2,4
clkbuf,1
nand3b,1
nor3b,2
or4b,1
nand2,11
xnor2,6
a21o,2
and3b,1
a2bb2oi,1
-- layout make-up --
type | count | area [um2]
inverters | 6 | 22.52
fillers | 393 | 2380
multi-input cells | 90 | 688.2
well taps | 46 | 57.56
repair buffers | 27 | 267.8
-- cells in the final DEF, fill, tap and decap left out, types with 3 or more instances in the layout --
master and count:
a21oi_1 4, a31oi_1 3, clkdlybuf4s50_1 26, ha_1 10, inv_1 5, mux2_1 3
nand2_1 11, nand3_1 3, nor2_1 7, nor3_1 3, o21ai_1 4, xnor2_1 6
xor2_1 4
-- kinds of logic after synthesis --
group	after synthesis	share of synthesized area
multiplexers	3	0.04584
adder cells (fa/ha/maj)	11	0.1969
AND-OR/OR-AND	24	0.2496
AND/OR/NAND/NOR	42	0.3226
XOR/XNOR	10	0.1188
buffers and inverters	11	0.06620
-- path summary, 6_finish.rpt --
| check | slack, ps | start | endpoint | cells past startpoint |
|---|---|---|---|---|
| worst min-delay path | 3410 | e1[4] | salida[4] | 4 |
| worst max-delay path | 750 | e2[0] | salida[7] | 12 |
-- metrics by stage --
| step | hold slack (ps) | setup slack, ps | std cells | util |
|---|---|---|---|---|
| 2_1_floorplan | 2538 | 1953 | 101 | - |
| 3_3_place_gp | 3428 | 755.2 | 169 | 0.3033 |
| 3_5_place_dp | 3431 | 722.3 | 169 | 0.3033 |
| 4_1_cts | 3432 | 716.0 | 169 | 0.3033 |
| 5_1_grt | 3467 | 518.5 | 169 | 0.3033 |
| 6_report | 3410 | 752.6 | 169 | 0.3033 |
-- per-layer routing --
layer / global-route usage / part of all wire / vias to the layer above
li1: - / - / 418
met1: 0.07942 / 0.51 / 341
met2: 0.1043 / 0.45 / 18
met3: 0.009091 / 0.043 / 0
met4: 0 / 0 / 0
met5: 0 / 0 / -
Power and IR drop assume default switching activity.

--- /design/flow/design.v ---
module uc(input wire clk, input wire [5:0] opcode, input wire s_z, s_n, output reg s_inc, s_inm, we3, wez, wen, wesp, bp, push, pop, output reg [2:0] op_alu);
    reg skip, cont;
    initial
    begin
        skip <= 1'b0;
        cont = 0;
        bp = 1'b1;
    end
    always @(posedge clk)
    begin
        if (skip)
        begin
            if (cont == 2)
            begin
                skip <= 1'b0;
                cont = 0;
            end
        end
    end
    always @(*)
    begin
        if (skip == 1'b1)
        begin
            s_inc <= 1'b1;
            s_inm <= 1'b0;
            we3 <= 1'b0;
            wez <= 1'b0;
            wen <= 1'b0;
            wesp <= 1'b0;
            push <= 1'b0;
            pop <= 1'b0;
            cont = cont + 1;
        end
        else
        begin
            if (opcode[5:4] == 2'b11)
            begin
                case (opcode)
                    6'b110000:
                    begin
                        s_inc <= 1'b0;
                        s_inm <= 1'b0;
                        we3 <= 1'b0;
                        wez <= 1'b0;
                        wen <= 1'b0;
                        wesp <= 1'b0;
                        push <= 1'b0;
                        pop <= 1'b0;
                    end
                    6'b110001:
                    begin
                        if (s_z == 1'b1)
                            s_inc <= 1'b0;
                        else
                            s_inc <= 1'b1;
                        s_inm <= 1'b0;
                        we3 <= 1'b0;
                        wez <= 1'b0;
                        wen <= 1'b0;
                        wesp <= 1'b0;
                        push <= 1'b0;
                        pop <= 1'b0;
                    end
                    6'b110010:
                    begin
                        if (s_z == 1'b0)
                            s_inc <= 1'b0;
                        else
                            s_inc <= 1'b1;
                        s_inm <= 1'b0;
                        we3 <= 1'b0;
                        wez <= 1'b0;
                        wen <= 1'b0;
                        wesp <= 1'b0;
                        push <= 1'b0;
                        pop <= 1'b0;
                    end
                    6'b110011:
                    begin
                        if (s_n == 1'b1)
                            s_inc <= 1'b0;
                        else
                            s_inc <= 1'b1;
                        s_inm <= 1'b0;
                        we3 <= 1'b0;
                        wez <= 1'b0;
                        wen <= 1'b0;
                        wesp <= 1'b0;
                        push <= 1'b0;
                        pop <= 1'b0;
                    end
                    6'b110100:
                    begin
                        s_inc <= 1'b1;
                        s_inm <= 1'b0;
                        we3 <= 1'b0;
                        wez <= 1'b0;
                        wen <= 1'b0;
                        wesp <= 1'b1;
                        pop <= 1'b0;
                        push <= 1'b1;
                    end
                    6'b110101:
                    begin
                        s_inc <= 1'b0;
                        s_inm <= 1'b0;
                        we3 <= 1'b0;
                        wez <= 1'b0;
                        wen <= 1'b0;
                        wesp <= 1'b1;
                        pop <= 1'b1;
                        push <= 1'b0;
                    end
                    6'b110110:
                    begin
                        s_inc <= 1'b1;
                        s_inm <= 1'b0;
                        we3 <= 1'b0;
                        wez <= 1'b0;
                        wen <= 1'b0;
                        wesp <= 1'b0;
                        pop <= 1'b0;
                        push <= 1'b0;
                        if (s_z == 1'b1)
                            skip <= 1'b1;
                    end
                    6'b110111:
                    begin
                        s_inc <= 1'b1;
                        s_inm <= 1'b0;
                        we3 <= 1'b0;
                        wez <= 1'b0;
                        wen <= 1'b0;
                        wesp <= 1'b0;
                        pop <= 1'b0;
                        push <= 1'b0;
                        if (s_z != 1'b1)
                            skip <= 1'b1;
                    end
                    default:
                    begin
                        s_inc <= 1'b1;
                        s_inm <= 1'b0;
                        we3 <= 1'b0;
                        wez <= 1'b0;
                        wen <= 1'b0;
                        wesp <= 1'b0;
                        push <= 1'b0;
                        pop <= 1'b0;
                    end
                endcase
            end
            else
            begin
                if (opcode[5] == 1'b0)
                begin
                    s_inc <= 1'b1;
                    s_inm <= 1'b0;
                    we3 <= 1'b1;
                    wez <= 1'b1;
                    wen <= 1'b1;
                    wesp <= 1'b0;
                    push <= 1'b0;
                    pop <= 1'b0;
                    op_alu <= opcode[4:2];
                end
                else
                begin
                    wesp <= 1'b0;
                    push <= 1'b0;
                    pop <= 1'b0;
                    case (opcode[5:2])
                        4'b1000:
                        begin
                            s_inc <= 1'b1;
                            s_inm <= 1'b1;
                            we3 <= 1'b1;
                            wez <= 1'b0;
                            wen <= 1'b0;
                        end
                        default:
                        begin
                            s_inc <= 1'b1;
                            s_inm <= 1'b1;
                            we3 <= 1'b1;
                            wez <= 1'b0;
                            wen <= 1'b0;
                        end
                    endcase
                end
            end
        end
    end
endmodule
--- /design/flow/run.sh ---
#!/bin/bash
# OpenROAD 26Q1-2900-gdf79404cd8, Yosys 0.63+post, stock flow scripts
make -C /OpenROAD-flow-scripts/flow DESIGN_CONFIG=/design/flow/config.mk WORK_HOME=/design/flow/orfs finish
--- /design/flow/config.mk ---
export PLATFORM = sky130hd
export DESIGN_NAME = uc
export DESIGN_NICKNAME = uc
export VERILOG_FILES = /design/flow/design.v
export SDC_FILE = /design/flow/constraint.sdc
export NUM_CORES = 4
export LEC_CHECK = 1
export CORE_AREA = 10 10 70 70
export DIE_AREA = 0 0 80 80
--- /design/flow/constraint.sdc ---
current_design uc

set clk_period 2.6
set clk_io_pct 0.2

create_clock -name clk0 -period $clk_period [get_ports {clk}]

set non_clock_inputs [all_inputs -no_clocks]
set_input_delay [expr $clk_period * $clk_io_pct] -clock clk0 $non_clock_inputs
set_output_delay [expr $clk_period * $clk_io_pct] -clock clk0 [all_outputs]
==> out/metrics.cfg <==
[setup_path]
worstPathArrival_ns=1.94
worst-path-buf-inv=2
critical_path.max_stage_delay_ns=0.53
cp-end-kind=output pin
crit_path_top_delay_cell=sky130_fd_sc_hd__clkdlybuf4s50_1
path_class=in2out
series_of_cell_instances_along_the_critical_path=clkdlybuf4s50_1 -> nand2_2 -> nor4_1 -> clkdlybuf4s50_1
worst_path_most_repeated_cell=sky130_fd_sc_hd__clkdlybuf4s50_1
path_max_fanout=4
crit_required_ns=2.08
critical_path.top_delay_family=buffers and inverters
start_kind=input pin

[power]
clkPwrFrac_pct=0
power_frac_seq_pct=9.6
internal_power_mw=0.0262
total_leakage_power_nw=0.141
netSwitchingPower_mw=0.0107
ir_drop_mv=0.0351
comb_power_share_pct=90.4
swShare_pct=29.0
power_density_nw_per_um2=95.5

[cts]
cts.hold.buffers_added=0
number_of_buffers_inserted_to_repair_setup_after_cts=0

[logic_synthesis]
postSynthRegisterBits=3
synth_area_um2=148
synth_top_cell_by_area=sky130_fd_sc_hd__dlxtn_1
post_synth_inst_count=20
ys_area_um2=148
yosys.cell_types.count=16
synth_stat.cells=20
simple_gate_share_pct=38.1
post_synth_fa_ha_maj_area_fraction_pct=0
yosys-mux-area-fraction_pct=0
syn_avg_cell_area_um2=7.38
xor_xnor_share_of_the_synthesized_area_pct=0
complex_gate_fraction_of_the_synthesized_area_pct=13.6
synth.area.top_cells=sky130_fd_sc_hd__dlxtn_1, sky130_fd_sc_hd__buf_4, sky130_fd_sc_hd__nor3_2
top_logic_cell_family_in_the_synthesized_netlist=simple AND/OR/NAND/NOR gates
synth-warning-count=4
top_area_share_pct=30.5

[cells_and_area]
combGateArea_um2=80.1
register_area_um2=45.0
areaGrowthSynthToFinish_pct=162
final_layout_size_suffix_gt1_share_pct=8.11
largest_register_ffs=3
registers.top_by_ff_count=op_alu
biggestRegsByFlops=op_alu (3)
number_of_inserted_filler_cells_in_the_final_layout=396

[global_route]
pin_count_of_the_biggest_net_entering_global_routing=5
via_count_of_the_first_global_routing_pass=226
grt_first_pass_wirelength_mm=1.03
globalRouteTotalUtil_pct=1.97
globalRouteOverflowTotal=0
antenna_found_initial=0

[sta]
layout_worst_path_cycle_share_pct=94.8
unconstrained_endpoints=6
setup_violations=0
finalHoldWorstSlack_ns=1.80
unclocked_pins=3
rsz_0062_raised_after_global_routing=false
finalWorstPathRequiredPeriod_ns=2.46
hold_violations=0
timing.final.max_slew_violations=0
max_clock_freq_mhz=406
setup_tns_after_final_layout_ns=0

[floorplanning]
core_region_area_um2=3420
initial_core_util_pct=4.32
floorplan.die.width_um=80
num_io_pins=21
std_cell_rows=21
die_area_um2=6400
die_height_um=80

[run]
max_cap_violations=0
number_of_openroad_warnings=28

[detailed_routing]
detail-route-antenna-nets=0
drt_first_pass_iters=2
postRouteWirelength_um=642
drt_iter0_markers=1
avgViaCountPerCell=2.23
route.detailed.wl_per_inst_um=7.73
detail_route.drc_violations=0
antenna_cells_inserted=0
detailroute.via_count=185

[placed_design]
place_hpwl_um=588
buffer_ports.inserted=19
place.gp.congestion=0.718

[status]
outcome=complete, no violations

[hold_path]
worst_hold_path_type=in2out

## power by group through the flow
| stage | Combinational (mW) | Sequential [mW] | Clock [mW] |
|---|---|---|---|
| 4_1_cts | 0.0344 | 0.00355 | 0 |
| 5_1_grt | 0.0373 | 0.00370 | 0 |
| 6_report | 0.0334 | 0.00354 | 0 |
## kinds of logic (layout without fill, tap and decap cells)
logic type | after synthesis | after routing
buf+inv | 4 | 21
other cells | 1 | 1
latches | 3 | 3
compound gates | 3 | 3
simple gates | 9 | 9
## cell type report
| class | count | area share [%] |
|---|---|---|
| inverters | 1 | 0.971 |
| multi-input cells | 13 | 20.7 |
| flip-flops and latches | 3 | 11.7 |
| well taps | 46 | 14.9 |
| repair buffers | 20 | 51.8 |
## repair_timing
action	in CTS	in global routing
gates resized	0	1
endpoints found under the setup margin	0	1
endpoints found under the hold margin	0	0
## per-layer routing
layer	track usage (%)	vias to the layer above	part of all wire [%]
li1	-	96	-
met1	3.11	69	52
met2	1.77	20	19
met3	1.82	0	29
met4	0	0	0
met5	0	-	0
## synthesized netlist by cell type, drive strengths merged
library cell and n:
clkbuf 1, conb 1, dlxtn 3, nor2 2, nor3 1, nor4 1
nand2b 1, and2 1, o21ai 1, inv 1, a21boi 1, nand3b 1
nor2b 1, nand2 1, buf 2, a211oi 1
## layout by cell type, fill, tap and decap left out
master and count:
sky130_fd_sc_hd__a211oi_1 1, sky130_fd_sc_hd__a21boi_0 1, sky130_fd_sc_hd__and2_1 1, sky130_fd_sc_hd__buf_4 1
sky130_fd_sc_hd__clkdlybuf4s50_1 18, sky130_fd_sc_hd__conb_1 1, sky130_fd_sc_hd__dlxtn_1 3, sky130_fd_sc_hd__dlymetal6s2s_1 1
sky130_fd_sc_hd__inv_1 1, sky130_fd_sc_hd__nand2_2 1, sky130_fd_sc_hd__nand2b_1 1, sky130_fd_sc_hd__nand3b_1 1
sky130_fd_sc_hd__nor2_1 2, sky130_fd_sc_hd__nor2b_1 1, sky130_fd_sc_hd__nor3_2 1, sky130_fd_sc_hd__nor4_1 1
sky130_fd_sc_hd__o21ai_1 1
## through the flow
stage	utilization [%]	instance area [µm²]	std cells	power, mW	setup slack (ns)
floorplan	-	148	20	0.0115	1.20
global placement	11.2	384	83	0.0374	0.135
detailed placement	11.2	384	83	0.0378	0.150
CTS	11.2	384	83	0.0379	0.120
global route	11.3	387	83	0.0410	0.0251
finish	11.3	387	83	0.0369	0.135
## tightest hold or removal path: cells and delay by family
family                 cells  cell delay [ns]
buffers and inverters      2             0.57
and+or+nand+nor            2             0.18
## worst paths after layout
| check | from | slack, ns | to | depth (start not counted) |
|---|---|---|---|---|
| worst min-delay path | opcode[2] | 1.80 | wesp | 4 |
| worst max-delay path | opcode[4] | 0.14 | push | 4 |
Power and IR drop assume default switching activity.

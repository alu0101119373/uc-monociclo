**flow/run.sh**
```bash
#!/bin/bash
# OpenROAD 26Q1-2900-gdf79404cd8, Yosys 0.63+post, stock flow scripts
make -C /OpenROAD-flow-scripts/flow DESIGN_CONFIG=/design/flow/config.mk WORK_HOME=/design/flow/orfs finish
```
**flow/config.mk**
```make
export PLATFORM = sky130hd
export DESIGN_NAME = alu
export DESIGN_NICKNAME = alu
export VERILOG_FILES = /design/flow/design.v
export SDC_FILE = /design/flow/constraint.sdc
export NUM_CORES = 4
export LEC_CHECK = 1
export CORE_AREA = 10 10 84 84
export DIE_AREA = 0 0 94 94
```
**flow/constraint.sdc**
```tcl
current_design alu

set clk_period 7.7
set clk_io_pct 0.2

create_clock -name clk0 -period $clk_period

set non_clock_inputs [all_inputs -no_clocks]
set_input_delay [expr $clk_period * $clk_io_pct] -clock clk0 $non_clock_inputs
set_output_delay [expr $clk_period * $clk_io_pct] -clock clk0 [all_outputs]
```
**flow/design.v**
```verilog
module alu(input wire [7:0] a, b,
           input wire [2:0] op_alu,
           input wire bp,
           output wire carry,
           output wire [7:0] y,
           output wire negative,
           output wire zero);
reg [8:0] s;
parameter min = -64;
parameter max = 63;
always @(a, b, op_alu)
begin
  case (op_alu)              
    3'b000: s = a;
    3'b001: s = ~a;
    3'b010: s = a + b;
    3'b011: s = a - b;
    3'b100: s = a & b;
    3'b101: s = a | b;
    3'b110: s = -a;
    3'b111: s = -b;
	default: s = 'bx;  
  endcase
end
wire overflow;
assign overflow = (y < min || y > max) ? 1 : 0;
assign carry = s[8];
assign y = s[7:0];
assign zero = ~(|y);    
assign negative = (bp ? carry : overflow);
endmodule
```
==> impl_metrics.yaml <==
# yosys + openroad results
floorplan:
  ioPinCount: 31
  die_w_um: 94
  core_area_sq_um: 5200
  die.size.y_um: 94
  num_rows: 26
  floorplan.die_area_sq_um: 8840
  fp_util_pct: 25.1
final_timing:
  maxSlewViolCount: 0
  setup-tns-final_ps: 0
  tightest_slew_ps: 556
  relative_slew_slack_pct: 62.8
  rsz0062_at_grt: "no"
  achievable-frequency_mhz: 147
  post-route-period-util_pct: 88.3
  finalCriticalPeriod_ps: 6800
  report.final.hold_viol_count: 0
  final-setup-viol-count: 0
synthesis:
  synth_warnings: 1
  yosys-dominant-comb-family: "AND-OR/OR-AND gates"
  ys_cells: 187
  synth_cell_types: 56
  synthesis.instances: 187
  yosys.area_share.adder_pct: 13.8
  post_synth_aoi_oai_area_pct: 33.2
  share_of_the_yosys_chip_area_belonging_to_registers_pct: 0
  synth_chip_area_sq_um: 1310
  syn-mean-instance-area_sq_um: 7.00
  xor_area_share_pct: 10.7
  syn_area_sq_um: 1310
  yosys.area_share.simple_pct: 29.0
  synth.area.mux_share_pct: 5.74
power_and_ir_drop:
  vdd.ir_drop.worst_v: 0.0000183
  power_leakage_nw: 0.600
  power_density_nw_per_um2: 73.4
  total_power_w: 0.000122
worst_hold_path:
  hold_path_depth: 3
  hold_path.class: "in -> out"
  hold_endpoint: "negative"
  holdCritStartpoint: "bp"
critical_path:
  criticalPathCategory: "in -> out"
  endpoint_kind: "output port"
  worst-endpoint-required_ps: 6160
  crit_path_launch_type: "primary input"
  crit_fanout: 19
  worstPathArrival_ps: 5260
drt:
  routed_length_per_placed_instance_um: 15.2
  via_per_inst: 5.30
  wirelength_um: 4280
  route.top_layer_used: "met4"
  drt_drc_violations_left: 0
  sum_of_met2_wire_segment_lengths_after_detailed_routing_um: 2090
  route.met3.wl_um: 159
  route.vias.total: 1488
  antenna_cells_inserted: 0
  drt_pre_antenna_iters: 4
  m1WireLength_um: 1930
  drtAntennaViolNets: 0
  drt_first_iter_violations: 121
finish:
  post_route_cells_drive_above_1_share_pct: 7.11
  final.fill_count: 569
  seq_area_sq_um: 0
  post-route-util_pct: 31.9
  clock_buffers: 0
  areaGrowthSynthToFinish_pct: 27.1
  fin_area_sq_um: 1660
  layout.sequential_cells: 0
  final_cell_count_no_fill: 281
clocking:
  cts_repair_resize_count: 0
  cts_hold_repair.buffers: 0
  post_cts_buffers: 0
run:
  openroad.warnings: 34
  max-cap-violations: 0
global_routing:
  grt_start_max_net_pins: 30
  grt_antenna_before_repair: 0
  first_global_vias: 1450
  global_route_wire_length_before_repair_um: 7300
  globalRouteOverflowTotal: 0
  globalRouteTotalUtil_pct: 9.86
placement:
  gpl.final_weighted_congestion: 0.977
  port_buffers: 31
  hpwlAfterDp_um: 3570
  place_inst: 281
  postPlaceCellArea_sq_um: 1660
run_status:
  run_status: "complete, no violations"
==> layout by cell type, fill, tap and decap left out, types with 6 or more instances in the layout <==
cell and n:
o21ai_0 14, nor2_1 17, xnor2_1 12, nand2b_1 6
clkdlybuf4s50_1 31, a21oi_1 12, inv_1 8, nand2_1 14
ha_1 12
==> worst max-delay path: stages <==
cell and delay [ps]:
clkdlybuf4s50_1 450, buf_4 220, nor2b_1 340, and2_1 310, nor2_1 80, xnor2_1 130, ha_1 340, nor2_1 50
a21oi_1 150, xnor2_1 170, o221ai_1 210, or4_4 540, nor4_2 220, clkdlybuf4s50_1 500
==> cells in the mapped netlist, types with 4 or more instances <==
master | instances | area share, %
nor2_1 | 17 | 4.9
nand2_1 | 14 | 4.0
o21ai_0 | 14 | 5.4
a21oi_1 | 12 | 4.6
ha_1 | 12 | 11
xnor2_1 | 12 | 8.0
inv_1 | 8 | 2.3
nand2b_1 | 6 | 2.9
a211oi_1 | 5 | 2.9
buf_2 | 5 | 1.9
nor2b_1 | 5 | 2.4
nand3_1 | 4 | 1.5
xor2_1 | 4 | 2.7
==> report_power, final <==
part | switching (W) | internal, W
clock network | 0 | 0
registers | 0 | 0
logic | 0.0000604 | 0.0000617
==> worst max-delay path by stage <==
stage / startpoint / to / slack [ps] / depth (start not counted)
global route: op_alu[1] / negative / 660 / 14
finish: op_alu[1] / zero / 900 / 14
CTS: op_alu[1] / zero / 920 / 14
==> area by class of cell <==
type | count | area [sq um] | share of cell area, %
inverter | 9 | 33.8 | 2.03
tap | 70 | 87.6 | 5.27
multi-input combinational | 168 | 1210 | 72.7
timing repair buffer | 34 | 333 | 20.0
==> metrics by stage <==
step           setup slack (ps)  hold slack [ps]
3_3_place_gp                953             4040
2_1_floorplan              2150             3110
6_report                    898             4020
4_1_cts                     919             4040
5_1_grt                     658             4080
3_5_place_dp                935             4030
==> per-layer routing <==
metal / up-vias / track usage, %
li1: 756 / -
met1: 683 / 13.3
met2: 41 / 16.5
met3: 8 / 0.808
met4: 0 / 2.28
met5: - / 0
==> cells by family after synthesis <==
logic type / Yosys count
buffers and inverters: 19
adder cells (fa/ha/maj): 14
XOR/XNOR: 16
multiplexers: 6
AND/OR/NAND/NOR: 69
AND-OR/OR-AND: 63
